$ cat /design/flow/design.v
module clk_div(clk, rst, time_expire, div_clk);
	input				clk, rst;
	input		[24:0]	time_expire;
	output reg			div_clk;
	reg			[24:0]	count;
	always @(posedge clk or negedge rst) begin
		if (!rst) begin
			count <= 25'd0;
			div_clk <= 1'b0;
		end
		else begin
			if (count >= time_expire) begin
				count <= 25'd0;
				div_clk <= ~div_clk;
			end
			else begin
				count <= count + 25'd1;
			end
		end
	end
endmodule
$ cat /design/flow/run.sh
#!/bin/bash
# OpenROAD 26Q1-2900-gdf79404cd8, Yosys 0.63+post, stock flow scripts
make -C /OpenROAD-flow-scripts/flow DESIGN_CONFIG=/design/flow/config.mk WORK_HOME=/design/flow/orfs finish
$ cat /design/flow/config.mk
export PLATFORM = sky130hd
export DESIGN_NAME = clk_div
export DESIGN_NICKNAME = clk_div
export VERILOG_FILES = /design/flow/design.v
export SDC_FILE = /design/flow/constraint.sdc
export NUM_CORES = 4
export LEC_CHECK = 1
export CORE_UTILIZATION = 30
$ cat /design/flow/constraint.sdc
current_design clk_div

set clk_period 3.5
set clk_io_pct 0.2

create_clock -name clk0 -period $clk_period [get_ports {clk}]

set non_clock_inputs [all_inputs -no_clocks]
set_input_delay [expr $clk_period * $clk_io_pct] -clock clk0 $non_clock_inputs
set_output_delay [expr $clk_period * $clk_io_pct] -clock clk0 [all_outputs]
==> results_slide.txt <==
Key Metrics from the Run

Outcome
  – Outcome: finished, final reports clean

Timing
  – Final Setup Violations: 0
  – Final Slew Violations: 0
  – RSZ-0062 raised after global routing: no
  – Final Hold Vio Count: 0
  – Worst slew pin tran: 0.6845 ns
  – Slew margin rel.: 54.12%
  – Clock Skew: 0.001547 ns
  – Max Clock Freq: 0.3617 GHz
  – Total negative slack: 0 ns
  – Crit path time final: 2.765 ns
  – Crit share post-route: 78.99%
  – Final worst slack: 0.7355 ns

Route
  – DR vias/cell: 4.762
  – Initial DRC count: 93
  – Detailed-router iteration count before antenna repair: 4
  – Post-Route WL: 3893 µm
  – Number of remaining DRC errors: 0
  – Final ANT Viol Nets: 0
  – Wirelength per Cell: 12.05 µm
  – # diodes: 0
  – Vias: 1,538

Die
  – CORE AREA: 6386 µm²
  – Standard-cell rows: 29
  – Chip height: 83.59 µm
  – Pre-Place Util: 31.27%
  – Chip width: 83.59 µm
  – Ports: 28
  – Die area: 6986 µm²

Worst setup path
  – Slowest cell on crit path: nor4_1
  – CP Depth: 9
  – Critical Path End Type: flip-flop
  – CP cell instances: clkdlybuf4s50_1 -> inv_1 -> ha_1 -> nand4_4 -> nor4_1 -> a211oi_2 -> o211ai_2 -> buf_4 -> nor3_1
  – Critical path launch point type: input pin
  – Buf/Inv on CP: 3
  – Crit-path leading delay family: simple AND/OR/NAND/NOR gates
  – Flop2flop setup slack: 1.20 ns
  – Arrival time at the worst endpoint: 2.91 ns
  – Critical Path RT: 3.65 ns
  – CP max stage delay: 0.54 ns
  – CP Max Fanout: 25
  – Logic depth of the worst register-to-register path: 7
  – CP Class: in2reg

Global routing
  – Global route overflow: 0
  – Met3 usage: 1.104%
  – First-pass GRT wire length: 6975 µm
  – Gr usage total: 12.09%
  – Vias in the first global route: 1,502
  – GRT busiest layer: met1
  – Initial antenna violation count: 0
  – Met1 Use GR: 19.54%
  – Met2 GRT Util: 18.77%
  – Largest net degree at the start of global routing: 27

Place
  – Dpl ws: 0.4759 ns
  – Gpl congestion: 0.8032
  – Dpl hpwl: 2945 µm
  – I/O Buffers: 27
  – Area after DPL: 2341 µm²
  – Placed Cells: 319

Clock tree
  – Clk latency late pin: 0.26 ns
  – CTS tree: built
  – Maximum buffer depth of the clock tree: 2
  – CTS Buf Count: 3
  – H-tree levels: 1
  – # clock sinks: 26
  – CTS resizes: 0
  – Clock Tree Root: clkbuf_8
  – Hold_buf cts: 0
  – Post-CTS Setup Bufs: 0
  – Clk pin slew, worst setup/hold paths: 0.09 ns

Min path
  – Min-delay worst type: reg2reg
  – Worst hold path cell count: 1

Layout
  – FILL cells: 640
  – Area grow syn2layout: 19.99%
  – Most numerous logic cells after layout: inv_1 (29), nor3_1 (28), clkdlybuf4s50_1 (27)
  – Final instance area: 2396 µm²
  – Register area: 650.6 µm²
  – Gate Area: 1192 µm²
  – Commonest Layout Cell: inv_1
  – Share of layout cells above drive strength 1: 6.911%
  – Fin cells: 323

Job
  – Count of tool warnings: 25
  – Max-cap check violation count: 0

Logic synthesis
  – FFs w/ async S/R, synth: 100.0%
  – Yosys warning count: 1
  – Synthesized area per cell: 9.245 µm²
  – Unique cell types: 32
  – Top_reg_cell synth: dfrtp_1
  – Register share after synthesis: 32.58%
  – Post-synth EDFFs: 0
  – Post-synthesis chip area from yosys: 1997 µm²
  – Syn Inst Count: 216
  – Synth flops: 26
  – Post-Syn Area: 1997 µm²
  – # Cells Yosys: 216

Power
  – PD cells: 427.1 nW/µm²
  – Leakage power: 1.101 nW
  – Max VDD drop: 0.0002215 V
[per-stage QoR]
step | utilization [%] | hold WS [ns] | power (W)
after floorplan | - | 0.4044 | 0.0007262
after global placement | 36.66 | 0.5259 | 0.0008355
after detailed placement | 36.66 | 0.5303 | 0.0008415
after CTS | 37.52 | 0.5421 | 0.001041
after global routing | 37.52 | 0.5612 | 0.001116
final | 37.52 | 0.5390 | 0.001023
[path summary, 6_finish.rpt]
check	from	endpoint
min reg2reg	count[0]$_DFF_PN0_	count[0]$_DFF_PN0_
max reg2reg	count[12]$_DFF_PN0_	count[5]$_DFF_PN0_
min in group asynchronous	rst	count[13]$_DFF_PN0_
max in group asynchronous	rst	count[9]$_DFF_PN0_
max	time_expire[23]	count[5]$_DFF_PN0_
min	count[0]$_DFF_PN0_	count[0]$_DFF_PN0_
[synth_stat cells (all sizes together) (2+ instances only)]
cell type	number	area share, %
nand2	12	2.3
buf	4	2.3
nor3	29	7.5
nor2	7	1.7
ha	26	16
nand4	11	4.2
inv	29	5.5
nand3	15	3.8
and3	2	0.63
dfrtp	26	33
and4	4	1.8
nor4	2	0.94
a21oi	9	2.3
o21ai	4	1.0
xnor2	5	2.2
a211oi	3	1.6
xor2	18	7.9
[flip-flops by register name, summed over array words and instances (netlist names)]
| name | flops |
|---|---|
| count | 25 |
| div_clk | 1 |
[cell type report]
type                            instances  area share [%]
Clock buffer                            4           2.298
Inverter                               29           4.543
Multi-Input combinational cell        157           49.76
Sequential cell                        26           27.15
Tap cell                               77           4.021
Timing Repair Buffer                   30           12.22
[metal layers]
layer  vias to the layer above  wire, µm
li1                        828         -
met1                       683      2084
met2                        25      1650
met3                         2       142
met4                         0        16
met5                         -         0
[cells by family (layout without fill, tap and decap cells)]
logic type / after synthesis / after routing / synth area share (%)
xor gates and xnor gates: 23 / 23 / 10.09
adders and majority gates: 26 / 26 / 16.29
AOI/OAI and AO/OA: 23 / 23 / 9.336
buffers and inverters: 33 / 63 / 7.706
DFF: 26 / 26 / 32.58
and+or+nand+nor: 85 / 85 / 24.00
[power breakdown]
group          internal [W]  switching [W]  leakage, nW  total [W]
combinational      0.000187       0.000181        0.726   0.000368
sequential         0.000372      0.0000921        0.347   0.000464
clock              0.000100      0.0000907       0.0288   0.000191
total              0.000659       0.000364         1.10    0.00102
Power and IR drop assume default switching activity.
