`./config.mk`:
```
export PLATFORM = sky130hd
export DESIGN_NAME = display_seven
export DESIGN_NICKNAME = display_seven
export VERILOG_FILES = /design/flow/design.v
export SDC_FILE = /design/flow/constraint.sdc
export NUM_CORES = 4
export LEC_CHECK = 1
export CORE_UTILIZATION = 30
```
`./constraint.sdc`:
```
current_design display_seven

set clk_period 1.0
set clk_io_pct 0.2

create_clock -name clk0 -period $clk_period [get_ports {clk}]

set non_clock_inputs [all_inputs -no_clocks]
set_input_delay [expr $clk_period * $clk_io_pct] -clock clk0 $non_clock_inputs
set_output_delay [expr $clk_period * $clk_io_pct] -clock clk0 [all_outputs]
```
`./design.v`:
```
module display_seven(
	input				clk,
	input				rst,
    input		[11:0]	number,
    output reg	[6:0]	seg1,  
    output reg	[6:0] 	seg2,  
    output reg	[6:0] 	seg3,  
    output reg	[6:0] 	seg4   
);
	reg 		[3:0] 	digit[0:3];
	reg 		[6:0] 	segment_patterns [0:9];
	initial begin
		segment_patterns[0] = 7'b1000000;  
		segment_patterns[1] = 7'b1111001;  
		segment_patterns[2] = 7'b0100100;  
		segment_patterns[3] = 7'b0110000;  
		segment_patterns[4] = 7'b0011001;  
		segment_patterns[5] = 7'b0010010;  
		segment_patterns[6] = 7'b0000010;  
		segment_patterns[7] = 7'b1111000;  
		segment_patterns[8] = 7'b0000000;  
		segment_patterns[9] = 7'b0011000;  
	end
	always @(posedge clk or negedge rst) begin
		if (!rst) begin
			seg1 <= 0;
			seg2 <= 0;
			seg3 <= 0;
			seg4 <= 0;
		end
		else begin
			seg1 <= segment_patterns[number % 10];
			seg2 <= segment_patterns[number / 10 % 10];
			seg3 <= segment_patterns[number / 100 % 10];
			seg4 <= segment_patterns[number / 1000 % 10];
		end
	end
endmodule
```
`./run.sh`:
```
#!/bin/bash
# OpenROAD 26Q1-2900-gdf79404cd8, Yosys 0.63+post, stock flow scripts
make -C /OpenROAD-flow-scripts/flow DESIGN_CONFIG=/design/flow/config.mk WORK_HOME=/design/flow/orfs finish
```
==> Slide: Implementation Results <==
Run Summary

Critical path
  – Largest stage delay, worst path: 550 ps
  – Critical path class: input port to register
  – Critical Path RT: 1150 ps
  – Arr. time, crit path: 5540 ps
  – Crit. Startpoint: number[10]
  – Startpoint types: input port
  – Worst-path fanout max: 8
  – Crit-path slowest cell: or4_4
  – Worst setup EP type: register

Synthesis
  – Top-area cell share: roughly 12%
  – Flip-flops with a built-in enable: 0
  – Synthesized area per cell: between 7 and 8 µm²
  – Yosys warnings: 1
  – Post-synth ARST share: 100%
  – Commonest flop: dfrtp_1
  – Yosys cell types: ~100
  – Sequential area share after synthesis: between 10% and 20%
  – Yosys reg bits: 28
  – Top cells by area: dfrtp_1 (12%), ha_1 (6.9%), nor2_1 (5.1%)
  – Ys cells: 770
  – Yosys top cell by instances: nor2_1
  – Yosys Chip Area: about 5600 µm²
  – Post-synth top area cell: dfrtp_1
  – Synthesized area: around 5600 µm²
  – Post-Synthesis Cells: between 700 and 800
  – Top cells by instance count after synthesis: nor2_1 (76), nand2_1 (73), a21oi_1 (45)

Timing
  – Final setup violation count: 28
  – Final hold viol count: 0
  – Slew headroom: approximately 65%
  – Least-Margin Pin Slew: around 510 ps
  – Hold WS: around 290 ps
  – Peak Freq: between 150 and 200 MHz
  – Period minus WS final: between 5000 and 6000 ps
  – Final max-slew violation count: 0
  – Cycle use final: 539%
  – RSZ-0062 raised after global routing: true
  – Fin worst setup slack: -4390 ps

Clocking
  – Cts bufs inserted: 3
  – Clock Tree Buf Depth: 2
  – Sink Count: 28
  – Root Driver: clkbuf_16
  – Max H-tree Level: 1
  – Reg clk slew, reported paths: ~60 ps
  – CTS tree: done
  – CTS Hold Bufs: 0

Power
  – PwrDens: ~1500 nW/µm²
  – Clk pwr share: 7.5%
  – Max VDD drop: about 850 µV
  – Combinational share of power: 83.2%
  – Sw frac: between 40% and 50%
  – Internal: about 9.2 mW
  – Final Total Pwr: approximately 16 mW
  – Net Switching: ~6.5 mW
  – Sequential power share: 9.3%
  – Lkg Pwr: about 4.5 nW

Floorplanning
  – # rows: between 40 and 50
  – FP Core Util: 30.9%
  – Area of the die: around 19000 µm²
  – Die W: ~140 µm
  – Die Span Y: 139 µm
  – # IOs: 42
  – Core ar.: ~18000 µm²

Placed design
  – DP Wirelength: 14200 µm
  – Input/output buffers: just over 40
  – Dpl cells: about 1300
  – RD Place Congestion: about 0.94
  – Pre-CTS setup slack: -5260 ps

GRT
  – Initial antenna violation count: 0
  – Gr ovfl total: 0
  – First-pass GRT wire length: about 32000 µm
  – Largest net degree at the start of global routing: 29
  – Number of global-route vias before repair: between 6000 and 7000
  – GR Util All Layers: about a fifth

Detailed routing
  – Via density per instance: 5.33
  – Antenna diodes: 0
  – Initial drt markers: around 370
  – Number of nets still failing antenna checks after routing: 0
  – Routed wire length: between 15000 and 20000 µm
  – Routed wire length per instance: approximately 14 µm
  – DRT Pass-1 Iters: 22
  – Total number of vias: roughly 7300
  – # DRC: 0

Run status
  – Failing checks: setup timing
  – Status: finished with violations

Final layout
  – Ratio of cells with drive above 1 in the final layout: between 50% and 60%
  – Layout Cells excl Fill: ~1400
  – Syn-to-layout area delta: 80.6%
  – Fin util: around 56%

Flow run
  – Max Cap Violations: 0
  – Tool Warnings: ~45

Min path
  – HP Class: input port to asynchronous set/reset pin
power by group through the flow:
stage	Sequential [mW]	Combinational, mW	Clock, mW
5_1_grt	1.49	14.2	1.24
6_report	1.47	13.1	1.17
4_1_cts	1.47	12.7	1.18
placed cells by master, fill, tap and decap left out, types with 7 or more instances in the layout:
| cell type | netlist | final |
|---|---|---|
| a21oi_1 | 45 | 34 |
| a21oi_2 | 3 | 12 |
| a31oi_1 | 16 | 12 |
| and2_1 | 15 | 9 |
| and2_4 | 0 | 7 |
| buf_2 | 16 | 10 |
| buf_4 | 7 | 334 |
| buf_6 | 1 | 34 |
| clkbuf_2 | 0 | 18 |
| dfrtp_1 | 28 | 28 |
| ha_1 | 31 | 11 |
| ha_2 | 0 | 8 |
| ha_4 | 0 | 12 |
| inv_1 | 32 | 18 |
| inv_2 | 3 | 12 |
| mux2i_1 | 22 | 19 |
| nand2_1 | 73 | 66 |
| nand2b_1 | 21 | 16 |
| nand3_1 | 25 | 23 |
| nor2_1 | 76 | 67 |
| nor2_2 | 3 | 9 |
| nor2b_1 | 11 | 9 |
| nor3_1 | 18 | 14 |
| o211ai_1 | 12 | 12 |
| o21a_1 | 8 | 8 |
| o21ai_0 | 41 | 31 |
| o21ai_1 | 7 | 10 |
| xnor2_1 | 22 | 14 |
| xnor2_2 | 0 | 8 |
state kept, by name (all words and copies together), names as in the netlist:
name  count
seg1      7
seg2      7
seg3      7
seg4      7
per-layer routing:
| layer | GRT usage (%) | vias up | part of all wire [%] |
|---|---|---|---|
| li1 | - | 3649 | - |
| met1 | 29.1 | 3391 | 49 |
| met2 | 32.9 | 201 | 45 |
| met3 | 0.950 | 45 | 4.2 |
| met4 | 3.51 | 0 | 1.9 |
| met5 | 0 | - | 0 |
kinds of logic after synthesis:
| group | synth area share [%] |
|---|---|
| AOI/OAI and AO/OA | 36.2 |
| xor gates and xnor gates | 3.59 |
| adders and majority gates | 7.85 |
| buffers and inverters | 6.56 |
| DFF | 12.5 |
| muxes | 4.62 |
| and+or+nand+nor | 28.7 |
area by class of cell:
cell class | count | area [µm²]
Fill cell | 1492 | 8020
Multi-Input combinational cell | 659 | 5650
Timing Repair Buffer | 411 | 3230
Sequential cell | 28 | 701
Tap cell | 229 | 287
Inverter | 37 | 160
Clock buffer | 3 | 75.1
Clock inverter | 1 | 30.0
repair_timing:
action,CTS,global route
gates resized,262,64
setup endpoints to repair,56,46
pin swaps,96,32
setup buffers,67,12
critical path, delay by kind of cell:
kind	cells	cell delay (ps)
and+or+nand+nor	8	1420
buffers and inverters	6	620
adders and majority gates	4	1170
xor gates and xnor gates	1	220
AOI/OAI and AO/OA	6	1240
muxes	3	690
stage by stage:
| step | TNS (ps) | instance area (µm²) |
|---|---|---|
| finish | -93890 | 10100 |
| floorplan | -105100 | 5990 |
| CTS | -93140 | 9950 |
| global placement | -117840 | 8630 |
| detailed placement | -118690 | 8630 |
| global route | -100830 | 10100 |
final timing paths:
check	cells after the start	to
min in group clk0	6	seg4[1]
max in group asynchronous	2	seg2[5]
max	28	seg1[3]
min	2	seg3[0]
Power is estimated from default activity; no workload was simulated.
