[design/flow/run.sh]
#!/bin/bash
# OpenROAD 26Q1-2900-gdf79404cd8, Yosys 0.63+post, stock flow scripts
make -C /OpenROAD-flow-scripts/flow DESIGN_CONFIG=/design/flow/config.mk WORK_HOME=/design/flow/orfs finish
[design/flow/config.mk]
export PLATFORM = sky130hd
export DESIGN_NAME = load_pattern
export DESIGN_NICKNAME = load_pattern
export VERILOG_FILES = /design/flow/design.v
export SDC_FILE = /design/flow/constraint.sdc
export NUM_CORES = 4
export LEC_CHECK = 1
export CORE_AREA = 10 10 91 91
export DIE_AREA = 0 0 101 101
[design/flow/constraint.sdc]
current_design load_pattern

set clk_period 1.0
set clk_io_pct 0.2

create_clock -name clk0 -period $clk_period [get_ports {clk}]

set non_clock_inputs [all_inputs -no_clocks]
set_input_delay [expr $clk_period * $clk_io_pct] -clock clk0 $non_clock_inputs
set_output_delay [expr $clk_period * $clk_io_pct] -clock clk0 [all_outputs]
[design/flow/design.v]
module load_pattern(clk, rst, pattern_id, pattern_mat);
	input				clk, rst;
	input		[3:0]	pattern_id;
	output reg	[0:63]	pattern_mat;
	always @(posedge clk or negedge rst) begin
		if (!rst) begin
			pattern_mat <= 0;
		end
		else begin
			case (pattern_id)
				4'h1: pattern_mat <= {
						8'b10000000,
						8'b00000000,
						8'b00000000,
						8'b00000000,
						8'b00000000,
						8'b00000000,
						8'b00000000,
						8'b00000000
					};
				4'h2: pattern_mat <= {
						8'b11000000,
						8'b11000000,
						8'b00000000,
						8'b00000000,
						8'b00000000,
						8'b00000000,
						8'b00000000,
						8'b00000000
					};
				4'h3: pattern_mat <= {
						8'b11000000,
						8'b10100000,
						8'b01000000,
						8'b00000000,
						8'b00000000,
						8'b00000000,
						8'b00000000,
						8'b00000000
					};
				4'h4: pattern_mat <= {
						8'b01000000,
						8'b10100000,
						8'b01000000,
						8'b00000000,
						8'b00000000,
						8'b00000000,
						8'b00000000,
						8'b00000000
					};
				4'h5: pattern_mat <= {
						8'b01100000,
						8'b10010000,
						8'b01100000,
						8'b00000000,
						8'b00000000,
						8'b00000000,
						8'b00000000,
						8'b00000000
					};
				4'h6: pattern_mat <= {
						8'b01100000,
						8'b10010000,
						8'b01010000,
						8'b00100000,
						8'b00000000,
						8'b00000000,
						8'b00000000,
						8'b00000000
					};
				4'h7: pattern_mat <= {
						8'b11100000,
						8'b00000000,
						8'b00000000,
						8'b00000000,
						8'b00000000,
						8'b00000000,
						8'b00000000,
						8'b00000000
					};
				4'h8: pattern_mat <= {
						8'b11000000,
						8'b11000000,
						8'b00110000,
						8'b00110000,
						8'b00000000,
						8'b00000000,
						8'b00000000,
						8'b00000000
					};
				4'h9: pattern_mat <= {
						8'b01000000,
						8'b00100000,
						8'b11100000,
						8'b00000000,
						8'b00000000,
						8'b00000000,
						8'b00000000,
						8'b00000000
					};
				4'ha: pattern_mat <= {
						8'b10010000,
						8'b00001000,
						8'b10001000,
						8'b01111000,
						8'b00000000,
						8'b00000000,
						8'b00000000,
						8'b00000000
					};
				4'hb: pattern_mat <= {
						8'b00100000,
						8'b10001000,
						8'b00000100,
						8'b10000100,
						8'b01111100,
						8'b00000000,
						8'b00000000,
						8'b00000000
					};
				4'hf: pattern_mat <= {
						8'b01000000,
						8'b00010000,
						8'b11001110,
						8'b00000000,
						8'b00000000,
						8'b00000000,
						8'b00000000,
						8'b00000000
					};
				4'he: pattern_mat <= {
						8'b11001000,
						8'b10001000,
						8'b10011000,
						8'b00000000,
						8'b00000000,
						8'b00000000,
						8'b00000000,
						8'b00000000
					};
				4'hd: pattern_mat <= {
						8'b11100000,
						8'b00000000,
						8'b01000000,
						8'b01000000,
						8'b01000000,
						8'b00000000,
						8'b00000000,
						8'b00000000
					};
				4'hc: pattern_mat <= {
						8'b01010000,
						8'b10000000,
						8'b01001000,
						8'b00011100,
						8'b00000000,
						8'b00000000,
						8'b00000000,
						8'b00000000
					};
				default: pattern_mat <= 0;
			endcase
		end
	end
endmodule
==> run_summary.xml <==
<?xml version="1.0" encoding="UTF-8"?>
<metrics>
  <group name="run_status">
    <metric name="outcome" unit="">complete, but fails checks</metric>
    <metric name="failed_checks" unit="">negative setup slack</metric>
  </group>
  <group name="pwr">
    <metric name="pwr-share-comb" unit="%">19.6</metric>
    <metric name="total_switching_power" unit="W">0.000466</metric>
    <metric name="leakagePower" unit="nW">0.942</metric>
    <metric name="power.density_cell_area" unit="nW/um^2">1100</metric>
    <metric name="cellInternalPower" unit="W">0.00148</metric>
    <metric name="power.switching_fraction" unit="%">24.0</metric>
    <metric name="total_power" unit="W">0.00194</metric>
    <metric name="ir_drop" unit="uV">440</metric>
    <metric name="clockPowerShare" unit="%">29.0</metric>
    <metric name="seq_power_share" unit="%">51.4</metric>
  </group>
  <group name="flow_run">
    <metric name="number_of_warnings_the_tools_reported" unit="">35</metric>
    <metric name="drv_cap" unit="">0</metric>
  </group>
  <group name="sta">
    <metric name="setup_viol" unit="">2</metric>
    <metric name="period_used_share" unit="%">109</metric>
    <metric name="timing.final.hold_violations" unit="">0</metric>
    <metric name="fin_setup_tns" unit="ns">-0.187</metric>
    <metric name="layout_setup_ws" unit="ns">-0.0939</metric>
    <metric name="final_period_minus_worst_setup_slack" unit="ns">1.09</metric>
    <metric name="whs" unit="ns">0.223</metric>
    <metric name="max_freq" unit="GHz">0.914</metric>
    <metric name="final_max_slew_viol_count" unit="">0</metric>
    <metric name="grt_setup_unrepaired" unit="">true</metric>
  </group>
  <group name="finish">
    <metric name="largest_register_ff_count" unit="">23</metric>
    <metric name="area_growth_syn_to_layout" unit="%">28.3</metric>
    <metric name="fraction_of_layout_cells_with_a_size_suffix_above_1" unit="%">37.0</metric>
    <metric name="layout_top_registers" unit="">pattern_mat (23)</metric>
    <metric name="largest_register" unit="">pattern_mat</metric>
    <metric name="final_core_utilization" unit="%">27.8</metric>
  </group>
  <group name="clocking">
    <metric name="cts_sinks" unit="">23</metric>
    <metric name="clock_tree.htree_level_count" unit="">1</metric>
    <metric name="cts_max_path_buffers" unit="">2</metric>
    <metric name="cts_inserted_buffers" unit="">3</metric>
    <metric name="post_cts_hold_buffer_count" unit="">0</metric>
    <metric name="clk_root_buffer_cell" unit="">sky130_fd_sc_hd__clkbuf_8</metric>
    <metric name="tritoncts" unit="">built</metric>
    <metric name="clkTransAtPathRegs" unit="ns">0.08</metric>
  </group>
  <group name="grt">
    <metric name="globalRouteTotalUtil" unit="%">5.50</metric>
    <metric name="grt_antenna_before_repair" unit="">0</metric>
    <metric name="grt_first_pass_wirelength" unit="um">4770</metric>
    <metric name="grt_most_used_layer" unit="">met2</metric>
    <metric name="global_route.usage.met2" unit="%">9.09</metric>
    <metric name="maximum_number_of_pins_on_one_net_before_global_route_repair" unit="">24</metric>
    <metric name="grt_pass1_vias" unit="">974</metric>
    <metric name="grtUsageMet1" unit="%">7.33</metric>
    <metric name="met3_track_usage_gr" unit="%">1.04</metric>
    <metric name="global_route.overflow_total" unit="">0</metric>
  </group>
  <group name="synth">
    <metric name="synth-seq-cells" unit="">23</metric>
    <metric name="synth_cells" unit="">133</metric>
    <metric name="yosys.cell_types.count" unit="">26</metric>
    <metric name="syn-cell-area" unit="um^2">1380</metric>
    <metric name="post-synth-top-area-cell" unit="">sky130_fd_sc_hd__dfrtp_1</metric>
    <metric name="synth.area.top_cells" unit="">sky130_fd_sc_hd__dfrtp_1, sky130_fd_sc_hd__buf_4, sky130_fd_sc_hd__ha_1, sky130_fd_sc_hd__mux4_2, sky130_fd_sc_hd__mux2i_1</metric>
    <metric name="yosysTopAreaCellShare" unit="%">41.8</metric>
    <metric name="synth_sequential_area_ratio" unit="%">41.8</metric>
    <metric name="post_synth.cell_area_avg" unit="um^2">10.3</metric>
    <metric name="synth-cells-yosys" unit="">133</metric>
    <metric name="number_of_warning_messages_in_the_yosys_log" unit="">1</metric>
    <metric name="synth_chip_area" unit="um^2">1380</metric>
  </group>
  <group name="placement">
    <metric name="port_buf_inserts" unit="">33</metric>
    <metric name="place.detailed.hpwl" unit="um">2510</metric>
    <metric name="dp_worst_setup_slack" unit="ns">-0.882</metric>
    <metric name="globalplace.congestion" unit="">0.825</metric>
  </group>
  <group name="floorplan">
    <metric name="ios" unit="">70</metric>
    <metric name="num_rows" unit="">29</metric>
    <metric name="core_util_floorplan" unit="%">21.7</metric>
    <metric name="floorplan.die.height" unit="um">101</metric>
    <metric name="die_w" unit="um">101</metric>
    <metric name="placeableCoreArea" unit="um^2">6350</metric>
    <metric name="design.die.area" unit="um^2">10200</metric>
  </group>
  <group name="worst_setup_path">
    <metric name="timing.critical_path.from_type" unit="">flip-flop</metric>
    <metric name="worst-endpoint-required" unit="ns">0.80</metric>
    <metric name="critical_path_peak_fanout" unit="">4</metric>
    <metric name="number_of_cells_on_the_critical_path" unit="">2</metric>
    <metric name="timing.critical_path.slowest_stage_cell" unit="">sky130_fd_sc_hd__dfrtp_1</metric>
    <metric name="crit_path_start" unit="">pattern_mat[24]</metric>
    <metric name="timing.critical_path.buf_inv" unit="">2</metric>
    <metric name="cp-endpoint" unit="">pattern_mat[37]</metric>
    <metric name="crit_path_max_incr_delay" unit="ns">0.41</metric>
    <metric name="worst-setup-path-type" unit="">reg -&gt; out</metric>
    <metric name="critPathCaptureType" unit="">primary output</metric>
    <metric name="worstPathCellList" unit="">buf_6 &gt; buf_6</metric>
    <metric name="cp_top_family" unit="">flip-flops</metric>
    <metric name="most_common_cell_type_on_the_critical_path" unit="">sky130_fd_sc_hd__buf_6</metric>
    <metric name="arrival_time_of_the_worst_setup_path" unit="ns">0.89</metric>
  </group>
  <group name="detailed_routing">
    <metric name="routedWlPerCell" unit="um">11.8</metric>
    <metric name="num_vias" unit="">909</metric>
    <metric name="first_iteration_detailed_routing_drc_count" unit="">36</metric>
    <metric name="diodes" unit="">0</metric>
    <metric name="drt.antenna.violating_nets" unit="">0</metric>
    <metric name="total_routed_wirelength" unit="um">3030</metric>
    <metric name="first_pass_iters" unit="">4</metric>
    <metric name="drt-vias-per-instance" unit="">3.52</metric>
    <metric name="drt_drc_violations_left" unit="">0</metric>
  </group>
  <group name="min_path">
    <metric name="min-delay-path-class" unit="">in -&gt; reg</metric>
  </group>
</metrics>
tightest hold or removal path, cell delays in order:
cell and delay (ns):
sky130_fd_sc_hd__buf_8 0.10, sky130_fd_sc_hd__mux2i_1 0.07, sky130_fd_sc_hd__nor2_1 0.08
worst min-delay path by stage:
| stage | start | endpoint | depth (start not counted) | slack [ns] |
|---|---|---|---|---|
| CTS | pattern_id[1] | pattern_mat[12] | 3 | 0.20 |
| global route | pattern_id[1] | pattern_mat[12] | 3 | 0.26 |
| finish | pattern_id[1] | pattern_mat[12] | 3 | 0.22 |
layout by cell type (no fill, tap or decap), drive strengths merged:
| cell | instances |
|---|---|
| nand2b | 4 |
| o2bb2ai | 2 |
| o32ai | 1 |
| inv | 10 |
| dlygate4sd2 | 2 |
| o21ai | 1 |
| conb | 36 |
| clkbuf | 5 |
| nand3b | 1 |
| a21oi | 7 |
| mux4 | 3 |
| dfrtp | 23 |
| mux2i | 5 |
| xnor2 | 1 |
| nor3 | 1 |
| or2 | 1 |
| buf | 51 |
| o22ai | 1 |
| clkdlybuf4s50 | 1 |
| nand2 | 6 |
| or2b | 1 |
| nor2 | 6 |
| ha | 8 |
| nor2b | 3 |
| o21bai | 1 |
logic make-up (layout without fill, tap and decap cells):
| group | count (synthesis) | after routing | share of synthesized area, % |
|---|---|---|---|
| other | 1 | 36 | 0.272 |
| AOI/OAI and AO/OA | 13 | 13 | 5.82 |
| and+or+nand+nor | 23 | 23 | 8.36 |
| xor gates and xnor gates | 1 | 1 | 0.636 |
| DFF | 23 | 23 | 41.8 |
| adders and majority gates | 8 | 8 | 7.27 |
| muxes | 8 | 8 | 8.55 |
| buffers and inverters | 56 | 69 | 27.3 |
power by group through the flow:
stage	logic, W	clock network (W)	registers (W)
final	0.000380	0.000564	0.000999
after global routing	0.000435	0.000633	0.00101
after CTS	0.000393	0.000584	0.00100
cells in the mapped netlist:
| library cell | n |
|---|---|
| sky130_fd_sc_hd__o22ai_1 | 1 |
| sky130_fd_sc_hd__nand2_1 | 6 |
| sky130_fd_sc_hd__o21bai_1 | 1 |
| sky130_fd_sc_hd__o32ai_1 | 1 |
| sky130_fd_sc_hd__buf_2 | 3 |
| sky130_fd_sc_hd__conb_1 | 1 |
| sky130_fd_sc_hd__nand2b_1 | 4 |
| sky130_fd_sc_hd__dfrtp_1 | 23 |
| sky130_fd_sc_hd__o2bb2ai_1 | 2 |
| sky130_fd_sc_hd__or2_0 | 1 |
| sky130_fd_sc_hd__nor2_1 | 6 |
| sky130_fd_sc_hd__ha_1 | 8 |
| sky130_fd_sc_hd__nor2b_1 | 3 |
| sky130_fd_sc_hd__nor3_1 | 1 |
| sky130_fd_sc_hd__nand3b_1 | 1 |
| sky130_fd_sc_hd__buf_4 | 41 |
| sky130_fd_sc_hd__a21oi_1 | 7 |
| sky130_fd_sc_hd__xnor2_1 | 1 |
| sky130_fd_sc_hd__mux2i_1 | 5 |
| sky130_fd_sc_hd__inv_1 | 8 |
| sky130_fd_sc_hd__mux4_2 | 3 |
| sky130_fd_sc_hd__o21ai_0 | 1 |
| sky130_fd_sc_hd__or2b_1 | 1 |
| sky130_fd_sc_hd__clkbuf_1 | 1 |
| sky130_fd_sc_hd__buf_6 | 1 |
| sky130_fd_sc_hd__inv_2 | 2 |
metrics by stage:
| step | area, um^2 | std cells |
|---|---|---|
| 2_1_floorplan | 1540 | 168 |
| 3_3_place_gp | 1790 | 253 |
| 3_5_place_dp | 1790 | 253 |
| 4_1_cts | 1770 | 259 |
| 5_1_grt | 1770 | 258 |
| 6_report | 1770 | 258 |
area by class of cell:
cell class,instances,area [um^2]
inverter,10,52.6
clock buffer,4,45.0
tap,77,96.3
sequential,23,576
timing repair buffer,55,399
multi-input combinational,89,597
fill,642,4580
timing repair:
action | in CTS | in global routing
pin swaps | 1 | 2
setup endpoints to repair | 51 | 9
resized | 109 | 5
cloned | 0 | 0
buffers inserted | 2 | 0
layer usage:
| metal | vias to the layer above | routed length (um) | part of all wire [%] |
|---|---|---|---|
| met2 | 43 | 1480 | 49 |
| met1 | 418 | 1310 | 43 |
| met3 | 6 | 180 | 5.9 |
| li1 | 442 | - | - |
| met4 | 0 | 63 | 2.1 |
| met5 | - | 0 | 0 |
Power figures rest on the tool's default switching activity, not on a simulated workload.
